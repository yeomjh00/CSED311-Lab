[design/flow/run.sh]
#!/bin/bash
# OpenROAD 26Q1-2900-gdf79404cd8, Yosys 0.63+post, stock flow scripts
make -C /OpenROAD-flow-scripts/flow DESIGN_CONFIG=/design/flow/config.mk WORK_HOME=/design/flow/orfs finish
[design/flow/config.mk]
export PLATFORM = sky130hd
export DESIGN_NAME = mux4to1
export DESIGN_NICKNAME = mux4to1
export VERILOG_FILES = /design/flow/design.v
export SDC_FILE = /design/flow/constraint.sdc
export NUM_CORES = 4
export LEC_CHECK = 1
export CORE_AREA = 10 10 76 76
export DIE_AREA = 0 0 86 86
[design/flow/constraint.sdc]
current_design mux4to1

set clk_period 3.9
set clk_io_pct 0.2

create_clock -name clk0 -period $clk_period

set non_clock_inputs [all_inputs -no_clocks]
set_input_delay [expr $clk_period * $clk_io_pct] -clock clk0 $non_clock_inputs
set_output_delay [expr $clk_period * $clk_io_pct] -clock clk0 [all_outputs]
[design/flow/design.v]
module mux2to1 #(
    parameter data_width = 32
) (
    input  [data_width-1:0]  in0,
    input  [data_width-1:0]  in1,
    input sel,
    output [data_width-1:0]  out
);
    assign out = sel ? in1 : in0;
endmodule
module mux4to1 #(
    parameter data_width = 32
)
(
    input  [data_width-1:0]  in0,
    input  [data_width-1:0]  in1,
    input  [data_width-1:0]  in2,
    input  [data_width-1:0]  in3,
    input [1:0]sel,
    output [data_width-1:0]  out
);
    assign out = (sel == 0) ? in0 : (sel == 1) ? in1 : (sel == 2) ? in2 : in3;
endmodule
module adder #(parameter data_width=32) (
    input [data_width-1:0] in0,
    input [data_width-1:0] in1,
    output [data_width-1:0] out
);
    assign out = in0 + in1;
endmodule
==> impl_metrics.py <==
# Auto-generated metrics
metrics = {
    "die": {
        "io_pins": 162,
        "die_w_um": 86,
        "die_height_um": 86,
        "design.core.area_sq_mm": 0.00412,
        "rows": 23,
        "die_area_sq_mm": 0.00740,
        "fp_util": 0.198,
    },
    "drt": {
        "drc": 0,
        "routedWlPerCell_um": 23.3,
        "drt.antenna.violating_nets": 0,
        "first_pass_iters": 4,
        "finalWirelength_mm": 5.74,
        "antennaDiodeCount": 0,
        "vias_per_cell": 4.68,
        "via_count": 1157,
        "drtIter0Drc": 22,
    },
    "placement": {
        "dp_hpwl_mm": 5.20,
        "gp_congestion": 0.831,
        "portBuffers": 162,
    },
    "worst_setup_path": {
        "critPathMostFrequentCell": "clkdlybuf4s50_1",
        "crit_fanout": 32,
        "path_cells": "clkdlybuf4s50_1 > buf_4 > mux4_2 > clkdlybuf4s50_1",
        "cp.required_ns": 3.12,
        "critPathMaxStageDelay_ns": 0.45,
        "crit_arrival_ns": 2.43,
        "critPathSlowestCell": "clkdlybuf4s50_1",
        "cp-end-kind": "output port",
        "critPathKind": "in2out",
        "crit_path_start_kind": "input port",
    },
    "synth": {
        "yosysTopAreaCell": "mux4_2",
        "simple_gate_area_frac": 0,
        "yosysTopAreaCellShare": 0.829,
        "fa_ha_area_frac": 0,
        "avgSynthCellArea_sq_um": 20.9,
        "ys_sh_mux": 0.894,
        "syn_inst": 39,
        "ys_cells": 39,
        "yosys.cell_types.count": 5,
        "syn-cell-area_sq_um": 815,
        "ys_seq_share": 0,
        "synth.logic.top_family": "multiplexers",
        "yosys.area_share.xor_xnor": 0,
        "yosysChipArea_sq_um": 815,
        "synth.cellmix.compoundShare": 0,
        "synthTopCellsByArea": "mux4_2 83%, buf_12 7.4%, mux4_1 6.5%",
        "ys_warn_count": 0,
    },
    "final_layout": {
        "drive_gt1_frac": 0.173,
        "lay_top_count": "clkdlybuf4s50_1",
        "ff_count": 0,
        "synthToLayoutAreaGrowth_pct": 200,
        "seq_area_sq_um": 0,
        "final_cell_mix": "161 x clkdlybuf4s50_1, 30 x mux4_2, 2 x mux4_1, 2 x buf_4",
        "clockBufferCount": 0,
    },
    "timing": {
        "grt_setup_unrepaired": "no",
        "hold_viol": 0,
        "hold_ws_ns": 2.57,
        "fmax_ghz": 0.312,
        "worstMarginPinSlew_ns": 0.405,
        "period_used_share": 0.822,
        "drv_slew": 0,
        "setup_viol": 0,
        "fin_tns_setup_ns": 0,
        "layout_min_cycle_time_ns": 3.21,
        "max_slew_margin": 0.730,
    },
    "global_route": {
        "busiest_layer": "met2",
        "met3_usage": 0.0534,
        "antenna_found_initial": 0,
        "grt_pass1_wl_mm": 8.54,
        "grt_use_met2": 0.261,
        "use_met1": 0.183,
        "grt_max_degree": 33,
        "grt-ovfl-total": 0,
        "grt_use_total": 0.150,
        "grt_pass1_vias": 1312,
    },
    "pwr": {
        "power.density_mw_per_mm2": 110,
        "leakagePower_uw": 0.000865,
        "ir_worst_vdd_mv": 0.0519,
    },
    "outcome": {
        "status": "completed",
    },
    "clocking": {
        "postCtsSetupBuffers": 0,
        "cts_resized": 0,
        "postCtsHoldBufs": 0,
    },
    "worst_hold_path": {
        "holdCritPathClass": "in2out",
        "holdPathStages": 3,
    },
    "job": {
        "maxCapViolCount": 0,
        "warnings": 33,
    },
}
[logic make-up after synthesis]
group    Yosys count
buf+inv            7
mux               32
[report_power, final]
group	switching [uW]	internal, uW
Sequential	0	0
Combinational	49.3	220
Clock	0	0
Total	49.3	220
[cell usage after synthesis]
master / n
mux4_2: 30
buf_12: 3
buf_2: 3
mux4_1: 2
buf_6: 1
[cell type report]
cell class	count	area, sq um
timing repair buffer	165	1650
fill	332	1670
multi-input combinational	32	728
tap	50	62.6
[worst max-delay path, delay by kind of cell]
kind	cells	cell delay (ns)
buffers and inverters	3	1.27
muxes	1	0.37
[final timing paths]
| kind | startpoint | to |
|---|---|---|
| setup / recovery | sel[1] | out[20] |
| hold / removal | sel[0] | out[14] |
[metrics by stage]
stage / total power (uW) / setup slack (ns) / area (sq um) / cells / util
floorplan: 72.5 / 1.62 / 815 / 39 / -
global placement: 271 / 0.668 / 2440 / 247 / 0.593
detailed placement: 273 / 0.674 / 2440 / 247 / 0.593
CTS: 274 / 0.674 / 2440 / 247 / 0.593
global route: 288 / 0.632 / 2440 / 247 / 0.593
finish: 269 / 0.695 / 2440 / 247 / 0.593
[metal layers]
layer	share of wire	wire length (um)
met1	0.39	2230
met2	0.51	2930
met3	0.098	565
met4	0.0047	27
met5	0	0
Power figures rest on the tool's default switching activity, not on a simulated workload.
