`./design.v`:
```
module ALU #(parameter data_width = 16) (
	input [data_width - 1 : 0] A,
	input [data_width - 1 : 0] B,
	input [3 : 0] FuncCode,
       	output reg [data_width - 1: 0] C,
       	output reg OverflowFlag
);
	wire wire_OverflowFlag;
	wire [data_width - 1 : 0] wire_add_sub;
	wire [data_width - 1 : 0] wire_bitwise;
	wire [data_width -1 : 0] wire_shift;
	wire [data_width -1 : 0] wire_remain;
	ALU_add_sub #(.data_width(data_width))add_sub_inst(.A(A), .B(B), .FuncCode(FuncCode), .C(wire_add_sub), .OverflowFlag(wire_OverflowFlag));
	ALU_bitwise #(.data_width(data_width))bitwise_inst(.A(A), .B(B), .FuncCode(FuncCode), .C(wire_bitwise));
	ALU_shift #(.data_width(data_width))shift_inst(.A(A), .FuncCode(FuncCode), .C(wire_shift));
	ALU_remain #(.data_width(data_width))remain_inst(.A(A), .FuncCode(FuncCode), .C(wire_remain));
initial begin
	C = 0;
	OverflowFlag = 0;
end   	
	always @(*) begin
		OverflowFlag = 0;
		if (FuncCode >=0 && FuncCode <2) begin
			C = wire_add_sub;
			OverflowFlag = wire_OverflowFlag;
		end
		else if(FuncCode > 2 && FuncCode <10) begin
			C = wire_bitwise;
		end
		else if(FuncCode > 9 && FuncCode <14) begin
			C = wire_shift;
		end
		else begin
			C = wire_remain;
		end
	end
endmodule
module ALU_add_sub #(parameter data_width = 16)(
	input [data_width-1 : 0] A,
	input [data_width-1 : 0] B,
	input [3 :0] FuncCode,
	output reg [data_width -1 : 0] C,
	output reg OverflowFlag
);
	always@(*) begin
		case(FuncCode)
			4'b0000 : begin
				C = A+B;
				if (A[data_width-1] == B[data_width-1] && A[data_width-1] != C[data_width-1]) begin
					OverflowFlag = 1;
				end
				else begin
					OverflowFlag =0;
				end
			end
			4'b0001 : begin
				C <= A-B;
				if ((A[data_width-1] == 0) && (B[data_width-1]==1) && (C[data_width-1] == 1)) begin
					OverflowFlag =1;
				end
				else if((A[data_width-1] == 1) && (B[data_width-1]==0) && (C[data_width-1] == 0)) begin
					OverflowFlag =1;
				end
				else 
					OverflowFlag = 0;			
				end
			default : OverflowFlag =0;
		endcase
	end
endmodule
module ALU_bitwise #(parameter data_width = 16)(
	input [data_width-1 : 0] A,
	input [data_width-1 : 0] B,
	input [3 :0] FuncCode,
	output reg [data_width -1 : 0] C
);
	always@(*) begin
		case(FuncCode)
			4'b0011 : C = ~A;
			4'b0100 : C = A & B;
			4'b0101 : C = A | B;
			4'b0110 : C = ~(A & B);
			4'b0111 : C = ~(A | B);
			4'b1000 : C = A^B;
			4'b1001 : C = ~(A^B);
			default : C = 0;
		endcase
	end
endmodule
module ALU_shift #(parameter data_width = 16)(
	input [data_width-1 : 0] A,
	input [3 :0] FuncCode,
	output reg [data_width -1 : 0] C
);
	always@(*) begin
		case(FuncCode)
			4'b1010 : C = A << 1;
			4'b1011 : C = A >> 1;
			4'b1100 : C = A <<< 1;
			4'b1101 : begin 
				C = A >>> 1;
				C[data_width -1] = A[data_width-1];
				end
			default : C = 0;
		endcase
	end
endmodule
module ALU_remain #(parameter data_width = 16)(
	input [data_width-1 : 0] A,
	input [3 :0] FuncCode,
	output reg [data_width -1 : 0] C
);
	always@(*) begin
		case(FuncCode)
			4'b0010 : C = A; 
			4'b1110 : C = ~A +1;
			4'b1111 : C = 0;
			default : C = 0;
		endcase
	end
endmodule
```
`./run.sh`:
```
#!/bin/bash
# OpenROAD 26Q1-2900-gdf79404cd8, Yosys 0.63+post, stock flow scripts
make -C /OpenROAD-flow-scripts/flow DESIGN_CONFIG=/design/flow/config.mk WORK_HOME=/design/flow/orfs finish
```
`./config.mk`:
```
export PLATFORM = sky130hd
export DESIGN_NAME = ALU
export DESIGN_NICKNAME = ALU
export VERILOG_FILES = /design/flow/design.v
export SDC_FILE = /design/flow/constraint.sdc
export NUM_CORES = 4
export LEC_CHECK = 1
export CORE_UTILIZATION = 50
```
`./constraint.sdc`:
```
current_design ALU

set clk_period 5.7
set clk_io_pct 0.2

create_clock -name clk0 -period $clk_period

set non_clock_inputs [all_inputs -no_clocks]
set_input_delay [expr $clk_period * $clk_io_pct] -clock clk0 $non_clock_inputs
set_output_delay [expr $clk_period * $clk_io_pct] -clock clk0 [all_outputs]
```
==> run notes <==
Observations from the implementation run.

Global routing:
- The run puts the maximum number of pins on one net before global-route repair at 51.
- The run puts the global-route usage over all layers at 0.351.
- The run puts the global-route wire length before repair at roughly 23000 um.
- The run puts the number of antenna violations at the first check in global routing at 0.
- The run gives the via count of the first global-routing pass as slightly above 4000.
- The run puts the total global routing overflow at 0.

Drt:
- The run puts the number of violations reported at the end of detailed-routing iteration 0 at 467.
- The run gives the routed via count divided by cell count as approximately 6.3.
- The routed layout reports a DRC error count of 0.
- The run puts the remaining antenna violation count at 0.
- The run puts the post-detailed-routing wire length at between 10000 and 15000 um.
- The run gives the first-pass iteration count of the detailed router as 5.
- The routed design shows a wire length per standard cell of 19.1 um.
- Per the detail_route report, inserted antenna diodes total 0.
- The run puts the total number of vias at about 4700.

Placement:
- The run gives the count of input and output buffers as 53.
- After its last routability iteration, the placer logged a weighted congestion of roughly 1.0.
- The run gives the total placed instance area as around 4700 um^2.
- The run gives the half-perimeter wire length of the detailed placement result as around 11000 um.

Floorplanning:
- In the floorplan report the effective utilization is 0.529.
- According to the floorplan report, the total die area is ~8200 um^2.
- The run puts the y dimension of the die at a little over 90 um.
- The run puts the core box area at 7450 um^2.
- For this design the top-level I/O count stands at about 53.
- In this run the core area contains 31 standard-cell rows.
- The horizontal die dimension reported for this design is between 90 and 100 um.

Yosys:
- The run puts the total standard cell area after synthesis at approximately 3900 um^2.
- The run gives the post-synthesis async set-or-reset flop share as 0.
- The synthesized design contains 16 register bits.
- The run gives the instance tally after logic synthesis as ~600.
- The run gives the number of unique standard cell types used by synthesis as 64.
- The run gives the count of flip-flops with a built-in enable after synthesis as 0.
- The run puts the average cell area after synthesis at roughly 6.6 um^2.
- The stat command in Yosys gives a chip area of between 3000 and 4000 um^2.
- The synthesis report names the predominant flop master as sky130_fd_sc_hd__dlxtn_1.
- The run gives the warning count from the yosys run as 5.
- The synth_stat.txt file lists the number of cells as 600.

Power and ir drop:
- The run gives the net switching fraction of the power as 0.513.
- The run puts the proportion of power drawn by combinational gates at 0.917.
- Power spread over the standard cell area amounts to around 95 nW/um^2.
- The run gives the share of total power in the clock network as 0.
- The run gives the part of the total power dissipated in sequential elements as 0.083.
- The analysis attributes to cell leakage a power of 1.99 nW.
- The internal portion of the total power is 218 uW.
- IR analysis of the VDD net gives a maximum drop of ~46 uV.
- The analysis attributes to net switching a power of between 200 and 250 uW.

Critical path:
- Per STA, the highest per-stage delay on the worst path measures 0.48 ns.
- The signal on the critical path passes through clkdlybuf4s50_1 > inv_1 > ha_1 > a21oi_1 > o221ai_1 > o21ai_0 > a22oi_2 > xnor2_1 > or3_1 > a21oi_1 > clkdlybuf4s50_1.
- The critical path maximum fanout is 9.
- STA puts the critical path data arrival time at approximately 4.3 ns.
- STA classifies the critical path startpoint as an input port.
- The run gives the master of the slowest instance on the critical path as sky130_fd_sc_hd__clkdlybuf4s50_1.
- The worst setup path is captured at an output pin.
- By startpoint and endpoint, the worst setup path is classified as input port to output pin.
- The run puts the data required time at the worst endpoint at 4.56 ns.

Cells and area:
- More flip-flops sit in one register than any other, and that register is add_sub_inst.C.
- In the final layout, the registers with the most flip-flops are add_sub_inst.C (16).
- The run puts the flip-flop count of the largest register, all copies and words added at 16.
- The finished cells cover 4700 um^2.
- The run puts the share of layout cells above drive strength 1 at 0.0792.
- The run gives the growth of design area from synthesis to finish as 19.3%.

Run:
- Warnings raised by the tools during the run amount to approximately 67.
- The run gives the number of maximum-capacitance constraint violations as 0.

STA:
- The run gives the highest achievable clock rate as 185 MHz.
- The run puts the count of unclocked register or latch pins at 16.
- Setup repair after global routing left no endpoint under its margin.
- The run puts the number of failing setup endpoints in the final timing report at 0.
- The run gives the final hold violation count as 0.
- In the finished design, the share of the clock period the worst path needs comes to 0.950.
- Max-slew check failures listed in the final report amount to 0.
- The run gives the headroom to the max-slew limit as 0.405.
- The run gives the actual slew at the worst max-slew pin as 0.892 ns.
- The run gives the shortest period the worst path allows as between 5 and 6 ns.
- For the final routed database, the setup TNS stands at 0 ns.
- 16 endpoints have no timing constraint.

Hold path:
- The run gives the type of the worst min-delay path as input port to output pin.
- The run gives the endpoint with the worst hold slack as C[4].
- The worst hold path begins at FuncCode[0].
- Along the worst hold path, the cell count comes to 5.

Status:
- The flow ran to the end, and the final reports show no timing, DRC or antenna violations.

Clock network:
- The run gives the cts-stage hold buffer count as 0.
-- what timing repair did --
action / in CTS / in global routing
gates resized: 0 / 2
setup buffers: 0 / 0
endpoints found under the setup margin: 0 / 1
-- cell type report --
cell class / instances / area [um^2]
Sequential cell: 16 / 240
Multi-Input combinational cell: 488 / 3330
Inverter: 51 / 191
Fill cell: 698 / 2750
Tap cell: 99 / 124
Timing Repair Buffer: 89 / 808
-- placed cells by master, fill, tap and decap left out, types with 3 or more instances in the layout --
| master | Yosys | routed |
|---|---|---|
| sky130_fd_sc_hd__and2_1 | 4 | 4 |
| sky130_fd_sc_hd__ha_1 | 50 | 49 |
| sky130_fd_sc_hd__buf_4 | 1 | 35 |
| sky130_fd_sc_hd__o221ai_1 | 6 | 6 |
| sky130_fd_sc_hd__mux2i_1 | 9 | 9 |
| sky130_fd_sc_hd__o22ai_1 | 25 | 25 |
| sky130_fd_sc_hd__clkdlybuf4s50_1 | 0 | 52 |
| sky130_fd_sc_hd__or3_1 | 6 | 6 |
| sky130_fd_sc_hd__a22oi_1 | 13 | 12 |
| sky130_fd_sc_hd__o311ai_0 | 3 | 3 |
| sky130_fd_sc_hd__nor3_1 | 16 | 16 |
| sky130_fd_sc_hd__o21a_1 | 6 | 6 |
| sky130_fd_sc_hd__nand2b_1 | 9 | 9 |
| sky130_fd_sc_hd__a2bb2oi_1 | 3 | 3 |
| sky130_fd_sc_hd__nand3_1 | 13 | 13 |
| sky130_fd_sc_hd__o21ai_0 | 57 | 57 |
| sky130_fd_sc_hd__o21bai_1 | 4 | 4 |
| sky130_fd_sc_hd__a21o_1 | 4 | 4 |
| sky130_fd_sc_hd__a221oi_1 | 7 | 7 |
| sky130_fd_sc_hd__a21oi_1 | 62 | 62 |
| sky130_fd_sc_hd__and3_1 | 3 | 3 |
| sky130_fd_sc_hd__xor2_1 | 7 | 7 |
| sky130_fd_sc_hd__o22a_1 | 7 | 7 |
| sky130_fd_sc_hd__nor2b_1 | 8 | 8 |
| sky130_fd_sc_hd__nand2_1 | 48 | 48 |
| sky130_fd_sc_hd__inv_1 | 50 | 50 |
| sky130_fd_sc_hd__o31ai_1 | 3 | 3 |
| sky130_fd_sc_hd__a211oi_1 | 4 | 4 |
| sky130_fd_sc_hd__nor2_1 | 41 | 41 |
| sky130_fd_sc_hd__dlxtn_1 | 16 | 16 |
| sky130_fd_sc_hd__o211ai_1 | 9 | 9 |
| sky130_fd_sc_hd__xnor2_1 | 20 | 20 |
| sky130_fd_sc_hd__a31oi_1 | 3 | 3 |
-- critical path: cells and delay by family --
family	cells	cell delay, ns
xor gates and xnor gates	1	0.16
and+or+nand+nor	1	0.32
buffers and inverters	3	1.02
AOI/OAI and AO/OA	5	1.23
adders and majority gates	1	0.43
-- kinds of logic after synthesis --
| family | count (synthesis) | share of synthesized area |
|---|---|---|
| fa+ha+maj | 52 | 0.169 |
| simple gates | 161 | 0.199 |
| latches | 16 | 0.0610 |
| mux | 10 | 0.0257 |
| compound gates | 238 | 0.391 |
| xor+xnor | 27 | 0.0601 |
| buf+inv | 96 | 0.0947 |
-- stage by stage --
step | worst slack (ns) | std cells | util | total power, mW | hold WS [ns]
final | 0.287 | 743 | 0.631 | 0.447 | 3.36
after global placement | 0.347 | 743 | 0.630 | 0.434 | 3.35
after CTS | 0.267 | 743 | 0.630 | 0.438 | 3.35
after detailed placement | 0.270 | 743 | 0.630 | 0.435 | 3.35
after global routing | 0.0691 | 743 | 0.631 | 0.487 | 3.41
after floorplan | 1.41 | 600 | - | 0.277 | 2.38
-- power by group through the flow --
| stage | Sequential (mW) | Clock (mW) | Combinational (mW) |
|---|---|---|---|
| CTS | 0.0369 | 0 | 0.401 |
| global route | 0.0394 | 0 | 0.448 |
| finish | 0.0369 | 0 | 0.410 |
-- worst max-delay path by stage --
stage	start	to	slack (ns)	cells past startpoint
5_1_grt	A[7]	OverflowFlag	0.07	11
6_report	A[7]	OverflowFlag	0.29	11
4_1_cts	A[4]	OverflowFlag	0.27	11
-- synth_stat cells, types with 7 or more instances --
cell | n | area (um^2)
sky130_fd_sc_hd__a21oi_1 | 62 | 310
sky130_fd_sc_hd__o21ai_0 | 57 | 285
sky130_fd_sc_hd__ha_1 | 50 | 626
sky130_fd_sc_hd__inv_1 | 50 | 188
sky130_fd_sc_hd__nand2_1 | 48 | 180
sky130_fd_sc_hd__nor2_1 | 41 | 154
sky130_fd_sc_hd__clkbuf_1 | 29 | 109
sky130_fd_sc_hd__o22ai_1 | 25 | 156
sky130_fd_sc_hd__xnor2_1 | 20 | 175
sky130_fd_sc_hd__dlxtn_1 | 16 | 240
sky130_fd_sc_hd__nor3_1 | 16 | 80.1
sky130_fd_sc_hd__a22oi_1 | 13 | 97.6
sky130_fd_sc_hd__nand3_1 | 13 | 65.1
sky130_fd_sc_hd__mux2i_1 | 9 | 90.1
sky130_fd_sc_hd__nand2b_1 | 9 | 56.3
sky130_fd_sc_hd__o211ai_1 | 9 | 67.6
sky130_fd_sc_hd__buf_1 | 8 | 30.0
sky130_fd_sc_hd__nor2b_1 | 8 | 50.1
sky130_fd_sc_hd__a221oi_1 | 7 | 61.3
sky130_fd_sc_hd__o22a_1 | 7 | 61.3
sky130_fd_sc_hd__xor2_1 | 7 | 61.3
-- layer usage --
layer  share of wire  wire [um]  track usage
met5               0          0            0
met4           0.012        166       0.0390
met3            0.12       1710       0.0735
met2            0.43       6040        0.519
met1            0.44       6270        0.539
Power figures rest on the tool's default switching activity, not on a simulated workload.
