## /design/flow/design.v

```verilog
module RegisterFile(input	reset,
                    input clk,
                    input [4:0] rs1,           
                    input [4:0] rs2,           
                    input [4:0] rd,            
                    input [31:0] rd_din,       
                    input write_enable,        
                    output [31:0] rs1_dout,    
                    output [31:0] rs2_dout);  
  integer i;
  reg [31:0] rf[0:31];
  assign rs1_dout = rf[rs1];
  assign rs2_dout = rf[rs2];
  always @(posedge clk) begin
    if (reset) begin
      for (i = 0; i < 32; i = i + 1)
        rf[i] <= 32'b0;
      rf[2] <= 32'h2ffc;  
    end
    else begin
      if (write_enable && rd != 0)
        rf[rd] <= rd_din;
    end
  end
endmodule
```

## /design/flow/run.sh

```bash
#!/bin/bash
# OpenROAD 26Q1-2900-gdf79404cd8, Yosys 0.63+post, stock flow scripts
make -C /OpenROAD-flow-scripts/flow DESIGN_CONFIG=/design/flow/config.mk WORK_HOME=/design/flow/orfs finish
```

## /design/flow/config.mk

```make
export PLATFORM = sky130hd
export DESIGN_NAME = RegisterFile
export DESIGN_NICKNAME = RegisterFile
export VERILOG_FILES = /design/flow/design.v
export SDC_FILE = /design/flow/constraint.sdc
export NUM_CORES = 4
export LEC_CHECK = 1
export CORE_UTILIZATION = 30
```

## /design/flow/constraint.sdc

```tcl
current_design RegisterFile

set clk_period 23.9
set clk_io_pct 0.2

create_clock -name clk0 -period $clk_period [get_ports {clk}]

set non_clock_inputs [all_inputs -no_clocks]
set_input_delay [expr $clk_period * $clk_io_pct] -clock clk0 $non_clock_inputs
set_output_delay [expr $clk_period * $clk_io_pct] -clock clk0 [all_outputs]
```

==> results.py <==
# Auto-generated metrics
metrics = {
    "run_status": {
        "outcome": "completed",
    },
    "placed_design": {
        "port_buffers": 113,
        "globalplace.congestion": 0.906,
        "dpl.hpwl_um": 113000,
        "numPlacedInstances": 6939,
        "detailed_place.area_mm2": 0.0595,
    },
    "finish": {
        "top_register": "rf",
        "final_instance_area_mm2": 0.0626,
        "largest_reg_flops": 1024,
        "fin_cells": 7127,
        "finalCoreUtilization_pct": 33.7,
        "drive_above_1_share_pct": 7.91,
        "fillCellCount": 17800,
        "flow.area_growth_from_synthesis_pct": 11.7,
        "biggest_regs": "rf: 1024 flops",
    },
    "hold_path": {
        "timing.hold.worst_endpoint": "rf[0][3]$_SDFFCE_PN0P_",
        "hold_path_origin": "reset",
        "min-delay-path-class": "input pin to flop",
        "hold_depth": 1,
    },
    "global_route": {
        "grt_max_degree": 86,
        "grt_usage_pct": 21.6,
        "grt_pass1_wl_um": 276000,
        "grt_antenna_before_repair": 7,
        "grt_remaining_overflow": 0,
        "via_count_of_the_first_global_routing_pass": 38700,
    },
    "die": {
        "placeableCoreArea_mm2": 0.186,
        "chipArea_mm2": 0.189,
        "chipHeight_um": 434,
        "die_w_um": 434,
        "fp_util_pct": 30.2,
        "rows": 158,
        "ios": 114,
    },
    "sta": {
        "timing.max_slew.rel_slack_pct": 41.9,
        "setup_viol": 0,
        "period_minus_slack_ns": 14.46,
        "final_max_slew_viol_count": 0,
        "max_freq_mhz": 69.1,
        "setup_tns_ns": 0,
        "rsz0062_at_grt": "no",
        "hold_viol_final": 0,
        "fin_hold_ws_ns": 4.46,
        "layout_worst_path_cycle_share_pct": 60.5,
        "worst_slew_pin_slew_ns": 0.864,
    },
    "drt": {
        "drt_first_pass_iters": 7,
        "drt-total-wl_um": 195000,
        "post_drt_wl_per_cell_um": 27.3,
        "detailroute.via_count": 37700,
        "drt-initial-drc-count": 2370,
        "routed_via_density": 5.29,
        "drc_errors": 0,
        "drtAntennaViolNets": 0,
    },
    "critical_path": {
        "cp_slowest_cell": "buf_4",
        "cpPeakStageDelay_ns": 0.76,
        "critPathRequiredTime_ns": 19.12,
        "crit_path_frequent_cell": "buf_4",
        "crit_path_start_kind": "input pin",
        "crit_type": "input pin to output port",
        "arrival_ns": 9.68,
        "critical_path.cell_chain": "clkdlybuf4s50_1 > and2_4 > buf_4 > buf_4 > buf_4 > a22o_1 > nor3_1 > a31oi_1 > nand3_1 > clkdlybuf4s50_1",
        "endpoint_kind": "output port",
        "worstPathMaxFanout": 43,
        "timing.critical_path.from": "rs1[2]",
    },
    "logic_synthesis": {
        "yosys-stat-area_mm2": 0.0561,
        "netlist.area_leader.share_pct": 54.8,
        "and_or_nand_nor_area_share_pct": 15.8,
        "ys_async_sr_fraction_pct": 0,
        "number_of_flops_mapped_to_enable_cells_by_yosys": 1024,
        "ys_seq_elements": 1024,
        "adder_share_pct": 0,
        "synth_cell_types": 30,
        "dominantRegCellSynth": "edfxtp_1",
        "postSynthSeqShare_pct": 54.8,
        "yosysTopAreaCell": "edfxtp_1",
        "synthesized_instance_count": 4606,
        "xor_share_pct": 0,
        "synth.top_cells.by_count": "1024 x edfxtp_1, 1024 x mux2i_1, 983 x and2_1",
        "ys_cells": 4606,
        "synthesis.area_per_instance_um2": 12.2,
        "aoi_share_pct": 7.00,
        "syn-cell-area_mm2": 0.0561,
        "area_leaders": "edfxtp_1 55%, mux2i_1 18%, and2_1 11%",
        "netlist_logic_family_top": "multiplexers",
        "yosys-mux-area-fraction_pct": 18.3,
        "yosysWarningCount": 1,
    },
    "clock_network": {
        "hold_buffers": 0,
        "h-tree-depth": 3,
        "tritoncts_num_sinks": 1024,
        "clockRootBuffer": "clkbuf_16",
        "clk_path_buf_depth": 3,
        "cts_setup_buffers": 0,
        "clk_pin_slew_worst_paths_ns": 0.06,
        "cts_tree": "done",
        "cts.repair.resized": 0,
        "cts_made_buffers": 101,
    },
    "pwr": {
        "leakage_uw": 0.0238,
        "ir_drop_mv": 0.0588,
        "power_density_mw_per_mm2": 67.3,
    },
    "job": {
        "maxCapViolCount": 0,
        "stage_log_warnings": 26,
    },
}
## worst max-delay path: cells and delay by family
kind | cells | cell delay (ns)
simple gates | 3 | 1.06
compound gates | 2 | 0.72
buf+inv | 5 | 3.03
## cells by family (layout without fill, tap and decap cells)
kind of cell	Yosys count	in the layout
other	1	37
muxes	1024	1024
and+or+nand+nor	1534	1534
DFF	1024	1024
AOI/OAI and AO/OA	576	576
buffers and inverters	447	452
## placed cells by master, fill, tap and decap left out, types with 103 or more instances in the layout
master,netlist,layout
a21oi_1,192,192
a22o_1,128,128
a22oi_1,192,192
and2_1,983,981
buf_4,72,153
clkbuf_16,0,103
clkdlybuf4s50_1,0,110
edfxtp_1,1024,1024
mux2i_1,1024,1024
nand2_1,195,193
nand3_1,193,193
## metrics by stage
stage,total power (µW),worst slack [ns]
6_report,4210,9.44
5_1_grt,4330,9.43
4_1_cts,4230,9.58
3_5_place_dp,2690,9.58
3_3_place_gp,2680,9.65
2_1_floorplan,2450,13.30
## report_power, final
part | switching (µW) | total, µW | internal (µW)
Clock | 693 | 1550 | 862
Combinational | 348 | 536 | 187
Sequential | 47.7 | 2120 | 2070
Total | 1090 | 4210 | 3120
## layout make-up
| class | count | area (µm²) | area share [%] |
|---|---|---|---|
| Sequential cell | 1024 | 30700 | 49.1 |
| Multi-Input combinational cell | 3166 | 23300 | 37.2 |
| Timing Repair Buffer | 269 | 2340 | 3.74 |
| Clock buffer | 131 | 2680 | 4.28 |
| Clock inverter | 52 | 429 | 0.685 |
| Tap cell | 2480 | 3100 | 4.96 |
| Antenna cell | 5 | 12.5 | 0.0200 |
## metal layers
metal,vias to the layer above,wire length (µm),GRT usage [%]
met2,1992,94500,34.8
met4,6,9240,8.30
met3,438,23800,11.1
li1,16800,-,-
met5,-,46,0.205
met1,18500,67400,24.4
## worst max path at each step
stage / to / slack (ns)
final: rs1_dout[19] / 9.44
after global routing: rs2_dout[14] / 9.43
after CTS: rs1_dout[19] / 9.58
No activity file was given, so power comes from the tool's default toggle rates.
