--- design/flow/design.v ---
module compute_actual_pc(
    input [32-1: 0] current_pc,
    input [32-1: 0] rs1,
    input [32-1: 0] imm_gen_out,
    input isbranch,
    input isjal,
    input isjalr,
    input alu_bcond,
    output reg [32-1: 0]target
);
    always@(*) begin
        if(isjal || (isbranch && alu_bcond)) begin
            target = current_pc + imm_gen_out;
        end
        else if(isjalr) begin
            target = (rs1 + imm_gen_out) & 32'hfffffffe;
        end
        else
            target = current_pc + 4;
    end
endmodule
module always_taken(
    input reset,
    input clk,
    input [32-1: 0] current_pc,
    input [32-1: 0] pc_of_target,
    input [32 - 1: 0] actual_target,
    input is_conditional,
    output reg istaken,
    output reg [32-1: 0] pred_pc
);
    integer i;
    wire [4:0] BTB_index;
    wire [24:0] BTB_tag;
    wire [4:0] BTB_past_index;
    wire [24:0] BTB_past_tag;
    reg valid_bit[0:31];
    reg [24: 0] tag_bit [0:31];
    reg [32 -1:0] BTB [0:31];
    assign BTB_index = current_pc[6:2];
    assign BTB_tag = current_pc[31:7];
    assign BTB_past_index = pc_of_target[6:2];
    assign BTB_past_tag = pc_of_target[31:7];
    always@(*) begin
        if(tag_bit[BTB_index] == BTB_tag && valid_bit[BTB_index]) begin
            pred_pc = BTB[BTB_index];
            istaken = 1;
        end
        else begin
            pred_pc = current_pc + 4;
            istaken = 0;
        end
    end
    always@(posedge clk) begin
        if(reset) begin
            for (i = 0; i < 32; i = i + 1) begin
                BTB[i] <= 32'b0;
                valid_bit[i] <= 0;
                tag_bit[i] <= 0;
            end
        end
        else begin
            if(is_conditional) begin
                valid_bit[BTB_past_index] <= 1;
                tag_bit[BTB_past_index] <= BTB_past_tag;
                BTB[BTB_past_index] <= actual_target;
            end
        end
    end
endmodule
module misprediction_detector_always_taken(
    input [32 -1: 0] pred_pc,
    input [32 -1: 0] target,
    input is_conditional,
    output reg PCSrc,
    output reg isflush
);
    always@(*) begin
        if(pred_pc != target && is_conditional) begin
            PCSrc = 1;
            isflush = 1;
        end
        else begin
            PCSrc = 0;
            isflush = 0;
        end
    end
endmodule
module misprediction_detector_not_taken(
    input [32 -1: 0] target,
    input actual_taken,
    output reg PCSrc,
    output reg isflush
);
    always@(*) begin
        if(actual_taken == 1) begin
            PCSrc = 1;
            isflush = 1;
        end
        else begin
            PCSrc = 0;
            isflush = 0;
        end
    end
endmodule
--- design/flow/run.sh ---
#!/bin/bash
# OpenROAD 26Q1-2900-gdf79404cd8, Yosys 0.63+post, stock flow scripts
make -C /OpenROAD-flow-scripts/flow DESIGN_CONFIG=/design/flow/config.mk WORK_HOME=/design/flow/orfs finish
--- design/flow/config.mk ---
export PLATFORM = sky130hd
export DESIGN_NAME = always_taken
export DESIGN_NICKNAME = always_taken
export VERILOG_FILES = /design/flow/design.v
export SDC_FILE = /design/flow/constraint.sdc
export NUM_CORES = 4
export LEC_CHECK = 1
export CORE_UTILIZATION = 40
--- design/flow/constraint.sdc ---
current_design always_taken

set clk_period 41.0
set clk_io_pct 0.2

create_clock -name clk0 -period $clk_period [get_ports {clk}]

set non_clock_inputs [all_inputs -no_clocks]
set_input_delay [expr $clk_period * $clk_io_pct] -clock clk0 $non_clock_inputs
set_output_delay [expr $clk_period * $clk_io_pct] -clock clk0 [all_outputs]
==> results.sh <==
# flow metrics
export IMPL_rsz0062_at_grt="no"
export IMPL_hold_viol_final=0
export IMPL_worstMarginPinSlew_ns=1.104
export IMPL_drt_first_iter_violations=3192
export IMPL_setup_tns_final_ns=0
export IMPL_top_area_share_pct=64.70
export IMPL_fp_util_pct=40.31
export IMPL_postPlaceCellArea_um2=89610
export IMPL_ys_cells=5400
export IMPL_io_pins=132
export IMPL_clock_latency_ns=0.85
export IMPL_min_period_ns=24.01
export IMPL_hold_path_class="flip-flop to flip-flop"
export IMPL_maxCapViolations=0
export IMPL_whs_path_depth=1
export IMPL_drv_slew=0
export IMPL_skew_ns=0
export IMPL_path_class="input pin to output pin"
export IMPL_drt_vias_per_instance=5.629
export IMPL_async_flop_share_pct=0
export IMPL_final_antenna_net_count=0
export IMPL_cts_resized=0
export IMPL_cts_root_buf="clkbuf_16"
export IMPL_syn_avg_cell_area_um2=15.68
export IMPL_status="finished, final reports clean"
export IMPL_die_h_um=462.0
export IMPL_cp_required_ns=32.80
export IMPL_mostFrequentLayoutCells="and2_1, edfxtp_1, mux4_2"
export IMPL_arrival_ns=15.81
export IMPL_cts_sink_count=1856
export IMPL_largest_area_cell="edfxtp_1"
export IMPL_synth_cells=5400
export IMPL_core_um2=210000
export IMPL_clk_pin_slew_ns=0.06
export IMPL_drt_pass1_iterations=5
export IMPL_grt_util_all_layers_pct=28.35
export IMPL_syn_area_um2=84650
export IMPL_cp_start_kind="input pin"
export IMPL_p_total_uw=4243
export IMPL_max_freq_mhz=41.65
export IMPL_cts_buffers=197
export IMPL_ys_seq_share_pct=65.46
export IMPL_p_leak_uw=0.03295
export IMPL_final_period_utilization_pct=58.57
export IMPL_vdd_drop_max_mv=0.04541
export IMPL_nFillCells=17570
export IMPL_cp_max_fo=45
export IMPL_edf_count=1824
export IMPL_drive_gt1_share_pct=18.90
export IMPL_dieArea_um2=213500
export IMPL_area_leaders="edfxtp_1, and2_1, mux4_2, clkbuf_1, mux2i_1"
export IMPL_tool_warnings=28
export IMPL_post_cts_buffers=0
export IMPL_htree_levels=4
export IMPL_via_count=47380
export IMPL_overflow=0
export IMPL_portBuffers=129
export IMPL_cts_hold_buf=0
export IMPL_core_rowCount=168
export IMPL_antenna_found_initial=20
export IMPL_finalSetupViolations=0
export IMPL_area_delta_synth_final_pct=13.08
export IMPL_wirelength_um=272600
export IMPL_yosys_area_um2=84650
export IMPL_grt_max_degree=91
export IMPL_flop_area_um2=55410
export IMPL_dp_hpwl_um=155700
export IMPL_routedWlPerCell_um=32.38
export IMPL_p_per_area_nw_per_um2=44.32
export IMPL_cts_tree="yes"
export IMPL_synth_distinct_cells=57
export IMPL_relSlewSlack_pct=26.16
export IMPL_synth_warnings=1
export IMPL_cts_buffer_depth=3
export IMPL_gp_congestion=0.9023
export IMPL_grt_first_pass_wirelength_um=381700
export IMPL_comb_area_um2=27550
export IMPL_endpoint_kind="output pin"
export IMPL_final_area_um2=95730
export IMPL_numSynthFlops=1856
export IMPL_ff_type="edfxtp_1"
export IMPL_lay_top_count="and2_1"
export IMPL_grt_pass1_vias=49960
export IMPL_drc_errors=0
export IMPL_reg2reg_depth=1
export IMPL_die_w_um=462.0
state kept, by name, summed over array words and instances (netlist names):
signal	cells
BTB	1024
valid_bit	32
tag_bit	800
synth_stat cells, types with 4 or more instances:
cell type	instances
o211ai_1	6
a22oi_1	23
nand3_1	15
nand3b_1	5
and2_1	1851
xnor2_1	25
o22ai_1	23
a2111oi_0	5
a211oi_1	34
nand4_1	11
a21oi_1	71
mux2i_1	127
dfxtp_1	32
mux2_2	16
a21o_1	35
and4_1	4
and3_1	6
buf_6	20
clkbuf_1	450
buf_2	53
a22o_1	11
buf_4	9
o221ai_1	26
xor2_1	26
inv_1	4
nor2_1	53
edfxtp_1	1824
mux4_2	462
nand2_1	47
buf_1	9
a211o_1	11
nor2b_1	15
o21ai_0	44
a221oi_1	6
a31oi_1	4
layout make-up:
| type | instances | area share [%] |
|---|---|---|
| diodes | 24 | 0.06274 |
| repair buffers | 364 | 3.245 |
| multi-input cells | 2996 | 28.78 |
| flip-flops and latches | 1856 | 57.88 |
| clock inverters | 101 | 0.8613 |
| inverters | 6 | 0.02875 |
| well taps | 2805 | 3.666 |
| clock buffers | 265 | 5.471 |
worst paths after layout:
kind,start,end,slack (ns)
worst max register to register,valid_bit[22],valid_bit[22],40.42
worst max-delay path,current_pc[2],pred_pc[8],16.99
worst min-delay path,valid_bit[2],valid_bit[2],0.45
worst min register to register,valid_bit[2],valid_bit[2],0.45
worst max-delay path, stage by stage:
cell and delay [ns]:
buf_8 0.40, buf_4 0.67, buf_4 0.56, buf_4 0.65, buf_4 0.62, mux4_2 0.59, a22o_1 0.26, a2111oi_2 0.27
a21oi_1 0.24, xnor2_1 0.29, nand4_1 0.12, or4_1 0.46, or3b_4 0.63, buf_4 0.35, a21oi_1 0.62, clkdlybuf4s50_1 0.61
cells by family after synthesis:
| family | after synthesis | synth area share (%) |
|---|---|---|
| compound gates | 312 | 2.547 |
| mux | 607 | 14.03 |
| flops | 1856 | 65.46 |
| xor+xnor | 51 | 0.5276 |
| simple gates | 2025 | 14.68 |
| fa+ha+maj | 1 | 0.01478 |
| buf+inv | 548 | 2.739 |
routing by layer:
| layer | GRT usage (%) | up-vias | part of all wire, % | routed length [um] |
|---|---|---|---|---|
| li1 | - | 20000 | - | - |
| met1 | 33.13 | 23470 | 32 | 87220 |
| met2 | 40.35 | 3349 | 46 | 124900 |
| met3 | 22.04 | 539 | 18 | 48170 |
| met4 | 9.599 | 22 | 4.4 | 11860 |
| met5 | 1.787 | - | 0.16 | 446 |
report_power, final:
part,switching [uW],internal [uW]
clock network,759,932
logic,218,129
registers,23.8,2180
stage by stage:
step / utilization, % / worst slack [ns] / cells / hold slack (ns)
after floorplan: - / 21.50 / 5400 / 0.4211
after global placement: 42.67 / 16.93 / 8027 / 0.4272
after detailed placement: 42.67 / 16.98 / 8027 / 0.4354
after CTS: 45.56 / 16.97 / 8393 / 0.4489
after global routing: 45.57 / 16.55 / 8401 / 0.4644
final: 45.59 / 16.99 / 8417 / 0.4486
